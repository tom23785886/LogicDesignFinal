==> ./design.v <==
module final_project(clk,rst,play,DIGIT,DISPLAY,vgaRed,vgaGreen,vgaBlue, hsync,vsync,PS2_CLK,PS2_DATA,choosing,auto,led,ismotor,pwm1,pwm2,sw_0,sw_180,sw_push,sw_pinch);
    input clk;
    input rst;
    input play;
    inout wire PS2_DATA;
    inout wire PS2_CLK;
    input wire auto;
    input wire choosing;
    input wire ismotor;
    output wire [15:0]led;
    output [3:0]DIGIT;
    output [6:0]DISPLAY;
    output [3:0]vgaRed;
    output [3:0]vgaGreen;
    output [3:0]vgaBlue;
    output hsync;
    output vsync;
    output wire pwm1;
    output wire pwm2;
    input wire sw_0;
    input wire sw_180;
    input wire sw_push;
    input wire sw_pinch;
    wire [4:0]keyboardcommand;
    wire [2:0]color;
    wire [3:0]blockcommand;
    wire ischanged;
    wire isdone;
    counter cnt1(.clk(clk),.rst(rst),.digit(DIGIT),.display(DISPLAY),.play(play),.choosing(choosing),.isdone(isdone));
    screen scr1(.clk(clk),.rst(rst),.vgaRed(vgaRed),.vgaGreen(vgaGreen),.vgaBlue(vgaBlue),.hsync(hsync),.vsync(vsync),
                .color(color),.blockcommand(blockcommand),.isenter(enter),.choosing(choosing),.keyboardcommand(keyboardcommand),
                .ischanged(ischanged),.auto(auto),.led(led),.isdone(isdone),.ismotor(ismotor));
    keyboard keyboard0(
        .PS2_CLK(PS2_CLK),
        .PS2_DATA(PS2_DATA),
        .rst(rst),  
        .clk(clk),
        .command(keyboardcommand),
        .blockcommand(blockcommand),
        .color(color),
        .enter(enter),
        .ischanged(ischanged)
    );
    servo servos(
        .clk(clk),
        .rst(rst),
        .pwm1(pwm1),
        .pwm2(pwm2),
        .sw_0(sw_0),
        .sw_180(sw_180),
        .sw_push(sw_push),
        .sw_pinch(sw_pinch)
    );
endmodule
module counter(clk,rst,digit,display,play,choosing,isdone);
    input clk;
    input rst;
    input play;
    output [3:0]digit;
    output [6:0]display;
    input isdone;
    wire clk_sec;
    wire clk13;
    wire play_de;
    wire play_pul;
    input choosing;
    clktosec clktosec1(.clk(clk),.clk_sec(clk_sec));
    reg [10:0]cnt;
    reg [10:0]nextcnt;
    wire [3:0]BCD0;
    wire [3:0]BCD1;
    wire [3:0]BCD2;
    wire [3:0]BCD3;
    reg [3:0]nextBCD0;
    reg [3:0]nextBCD1;
    reg [3:0]nextBCD2;
    reg [3:0]nextBCD3;
    reg [3:0]val;
    reg [3:0]digit;
    reg [6:0]display;
    reg playing;
    reg nextplaying;
    clk_divider #(13) clk1(.clk(clk),.clk_div(clk13));
    debounce de1(.pb_debounced(play_de),.pb(play),.clk(clk13));
    onepulse on1(.pb_debounced(play_de),.pb_1pulse(play_pul),.clk(clk13));
    always@(*)
        begin
            nextcnt=cnt;
            if(rst) 
                begin 
                    nextcnt=0;
                    nextplaying=1;
                end
            else
                begin
                    if(choosing)
                        begin 
                            nextplaying=1;
                            nextcnt=0;
                        end
                    else
                        begin
                            if(isdone)
                                begin
                                    nextplaying=0;
                                end
                            else
                                begin
                                    if(play_pul)begin nextplaying=!playing;end
                                    else begin nextplaying=playing; end
                                    if(playing) begin nextcnt=cnt+1; end
                                    else begin nextcnt=cnt; end
                                end
                        end
                end
            case(val)
                4'b0000:begin display=7'b0000001; end
                4'b0001:begin display=7'b1001111; end
                4'b0010:begin display=7'b0010010; end
                4'b0011:begin display=7'b0000110; end
                4'b0100:begin display=7'b1001100; end
                4'b0101:begin display=7'b0100100; end
                4'b0110:begin display=7'b0100000; end
                4'b0111:begin display=7'b0001111; end
                4'b1000:begin display=7'b0000000; end
                4'b1001:begin display=7'b0000100; end
                default:begin display=7'b1111111; end
            endcase
        end
    always@(posedge clk_sec or posedge rst)
        begin
            if(rst)
                begin
                    cnt<=0;
                end
            else
                begin
                    cnt<=nextcnt;
                end
        end
    assign BCD0=(cnt%60)%10;
    assign BCD1=(cnt%60)/10;
    assign BCD2=(cnt/60)%10;
    assign BCD3=(cnt/60)/10;
    always@(posedge clk13 or posedge rst)
        begin
            if(rst) begin 
                playing<=1'b1; 
            end
            else begin 
                playing<=nextplaying; 
            end
        end
    always@(posedge clk13)  
        begin
            case(digit)
                4'b1110:begin val=BCD1; digit=4'b1101; end
                4'b1101:begin val=BCD2; digit=4'b1011; end
                4'b1011:begin val=BCD3; digit=4'b0111; end
                4'b0111:begin val=BCD0; digit=4'b1110; end
                default:begin val=BCD0; digit=4'b1110; end
            endcase
        end
endmodule
module clktosec(clk,clk_sec);
    parameter n=30;
    input clk;
    output clk_sec;
    reg clk_sec;
    wire nextclk_sec;
    reg[n-1:0]num1;
    wire[n-1:0]nextnum1;
    always@(posedge clk)
        begin
            num1<=nextnum1;
            clk_sec<=nextclk_sec;
        end
    assign nextclk_sec=(num1==30'd49999999)?~clk_sec:clk_sec;
    assign nextnum1=(num1==30'd49999999)?0:num1+1;
endmodule
module clk_divider(clk,clk_div);
    parameter n=4;
    input clk;
    output clk_div;
    reg [n-1:0]num;
    wire [n-1:0]nextnum;
    always@(posedge clk)
        begin
            num=nextnum;
        end
    assign nextnum=num+1;
    assign clk_div=num[n-1];
endmodule
module debounce(pb_debounced,pb,clk);
    output pb_debounced;
    input pb;
    input clk;
    reg[3:0] shift_reg;
    always@(posedge clk)
        begin
            shift_reg[3:1]<=shift_reg[2:0];
            shift_reg[0]<=pb;
        end
    assign pb_debounced=((shift_reg==4'b1111)?1'b1:1'b0);
endmodule
module onepulse(pb_debounced,clk,pb_1pulse);
    input pb_debounced;
    input clk;
    output pb_1pulse;
    reg pb_1pulse;
    reg pb_debounced_delay;
    always@(posedge clk)
        begin
            if(pb_debounced==1'b1&pb_debounced_delay==1'b0)
                begin
                    pb_1pulse<=1'b1;
                end
            else 
                begin
                    pb_1pulse<=1'b0;
                end
            pb_debounced_delay<=pb_debounced;
        end
endmodule
==> ./run.sh <==
#!/bin/bash
# OpenROAD 26Q1-2900-gdf79404cd8, Yosys 0.63+post, stock flow scripts
make -C /OpenROAD-flow-scripts/flow DESIGN_CONFIG=/design/flow/config.mk WORK_HOME=/design/flow/orfs finish
==> ./config.mk <==
export PLATFORM = sky130hd
export DESIGN_NAME = counter
export DESIGN_NICKNAME = counter
export VERILOG_FILES = /design/flow/design.v
export SDC_FILE = /design/flow/constraint.sdc
export NUM_CORES = 4
export LEC_CHECK = 1
export CORE_UTILIZATION = 40
==> ./constraint.sdc <==
current_design counter

set clk_period 7.0
set clk_io_pct 0.2

create_clock -name clk0 -period $clk_period [get_ports {clk}]

set non_clock_inputs [all_inputs -no_clocks]
set_input_delay [expr $clk_period * $clk_io_pct] -clock clk0 $non_clock_inputs
set_output_delay [expr $clk_period * $clk_io_pct] -clock clk0 [all_outputs]
==> run summary <==
Status - completed
DP Area - 0.006193 sq mm
Fmax - 471.2 MHz
Pwr/cell area - 83.11 mW/mm^2
Ys cells - 738
H-tree Lvls - 2
Row count - 44
Post-Route WL - 13490 um
Die height - 124.0 um
RSZ-0062 raised after global routing - false
Die Wd - 124.0 um
R2R Setup Slk - 4.88 ns
Register bank with the most flops - clktosec1.num1
Area delta synth->final - 7.087%
DRT Pass-1 Iters - 5
OpenROAD warnings - 34
Hold WC Path Type - flop to flop
Cycle use final - 30.32%
Max-cap violations - 0
Vias/cell - 5.945
Post-synth EDFFs - 1
Post-Syn Area - 0.005949 sq mm
I/O Buffers - 15
Setup bufs post-CTS - 0
Vias - 5440
Final Power - 529.5 uW
Worst Path Max Fanout - 6
Post-cts sizing count - 0
Insertion Delay late pin - 0.28 ns
Flip-flop count of the largest register after layout - 30
Final GP Congestion - 0.9074
Mapped Cells - 738
Type of origin of the critical path - flop
Worst Skew - 0.003438 ns
Core ar. - 0.01453 sq mm
Share of flip-flops with an asynchronous set or reset - 16.44%
Total GRT Usage - 19.00%
Maximum vdd drop - 0.0002361 V
Largest net degree at the start of global routing - 26
Final Hold Fails - 0
Final ANT Viol Nets - 0
Setup TNS - 0 ns
Setup violations, final - 0
Post-synth area from yosys stat - 0.005949 sq mm
DP HPWL - 10280 um
Most frequent logic cell in the layout - nor2_1
CTS max path bufs - 2
Leak - 2.455 nW
Global-route wire length before repair - 23550 um
Routed wire per std cell - 14.74 um
Slew Limit Headroom - 42.78%
Dpl cells - 907
Avg Cell Area, Syn - 8.062 sq um
Antenna diodes - 0
Drc violations - 0
FP Util - 40.93%
CP Capture Type - flop
Via count of the first global-routing pass - 5008
Chip area - 0.01536 sq mm
Count of unclocked register or latch pins - 29
IO Pins - 16
Distinct cell type count after synthesis - 105
Final Max Tran Viols - 0
WP data required - 7.21 ns
Ys flop type - dfxtp_1
Iter 0 DRT Violations - 357
WP data arrival - 2.34 ns
CTS clock-pin slew for the worst setup and hold paths - 0.06 ns
Non-filler instance count after layout - 915
Kind of critical path - flop to flop
Endpoints left unconstrained - 40
CTS root buffer - clkbuf_16
CTS buffer count - 5
Worst-Margin Slew - 0.8510 ns
CTS tree - built
Hold buffers post-CTS - 0
Most common logic cells in the final layout - nor2_1, dfxtp_1, nand2_1
Min Tclk post-route - 2.122 ns
Initial antenna violation count - 0
Global route overflow - 0
Final instance area - 0.006371 sq mm
Share of post-route cells with drive strength above 1 - 9.713%
Seq/Total Area, Yosys - 25.76%
Synthesis warning total - 5
Final core utilization - 43.84%
Number of synthesized register bits - 73
routing by layer:
metal / track usage [%] / routed length, um / vias to the layer above / part of all wire (%)
met5: 0 / 0 / - / 0
met4: 2.604 / 136 / 0 / 1.0
met3: 1.028 / 527 / 15 / 3.9
met2: 30.35 / 6175 / 143 / 46
met1: 29.41 / 6653 / 2530 / 49
li1: - / - / 2752 / -
path summary, 6_finish.rpt:
path,from,to,cells past startpoint
setup reg to reg,clktosec1.num1[3]$_SDFF_PN0_,clktosec1.num1[22]$_SDFF_PN0_,8
setup / recovery,clktosec1.num1[3]$_SDFF_PN0_,clktosec1.num1[22]$_SDFF_PN0_,8
hold reg to reg,clk1.num[0]$_DFF_P_,clk1.num[0]$_DFF_P_,1
hold / removal,clk1.num[0]$_DFF_P_,clk1.num[0]$_DFF_P_,1
synthesized netlist by cell type (all sizes together) (4+ instances only):
library cell | count | area [sq um]
nor2b | 6 | 37.54
dfxtp | 60 | 1201
o211ai | 11 | 92.58
xor2 | 20 | 175.2
a211oi | 12 | 115.1
buf | 16 | 91.34
nand3b | 4 | 30.03
a2111oi | 6 | 83.84
nor2 | 81 | 314.0
nand2b | 10 | 62.56
nand3 | 34 | 175.2
nor3 | 24 | 142.6
o211a | 9 | 97.60
and3 | 17 | 106.4
inv | 22 | 82.58
o21ai | 46 | 249.0
xnor2 | 24 | 210.2
or2 | 12 | 80.08
and4 | 4 | 35.03
ha | 15 | 187.7
o31ai | 9 | 105.1
a21oi | 49 | 256.5
nand2 | 59 | 224.0
o21a | 5 | 37.54
dfrtp | 11 | 275.3
nor4 | 9 | 90.09
or3 | 13 | 81.33
a21o | 10 | 75.07
clkbuf | 16 | 60.06
mux2i | 10 | 100.1
nand4 | 19 | 125.1
o22ai | 5 | 37.53
nand4b | 4 | 35.03
or4 | 6 | 48.80
a211o | 4 | 35.03
and2 | 8 | 50.05
a31oi | 9 | 68.81
power by group:
| part | internal (mW) | leakage, nW | total, mW | switching [mW] |
|---|---|---|---|---|
| clock | 0.179 | 0.0871 | 0.272 | 0.0936 |
| sequential | 0.251 | 0.660 | 0.251 | 0 |
| combinational | 0.00264 | 1.71 | 0.00621 | 0.00357 |
final cells by class:
| class | instances | area [sq um] |
|---|---|---|
| multi-input cells | 611 | 4183 |
| flip-flops and latches | 73 | 1533 |
| inverters | 22 | 82.58 |
| fillers | 1399 | 8163 |
| repair buffers | 17 | 165.2 |
| clock inverters | 2 | 38.79 |
| well taps | 184 | 230.2 |
| clock buffers | 6 | 138.9 |
critical path, cell delays in order (launching register included):
cell	delay (ns)
dfxtp_1	0.38
nand3_1	0.13
nor2_1	0.14
nand2_1	0.08
nor2_1	0.20
nand3_1	0.22
or2_2	0.41
or3_1	0.36
a21oi_1	0.14
cells by family after synthesis:
group	count (synthesis)	synth area share, %
AND-OR/OR-AND	215	28.46
multiplexers	13	2.313
AND/OR/NAND/NOR	323	29.74
buffers and inverters	54	3.933
flip-flops	73	25.76
XOR/XNOR	44	6.477
adder cells (fa/ha/maj)	16	3.323
stage by stage:
| step | hold slack [ns] | setup slack (ns) |
|---|---|---|
| 6_report | 0.4197 | 4.878 |
| 4_1_cts | 0.4212 | 4.862 |
| 3_5_place_dp | 0.4050 | 4.888 |
| 5_1_grt | 0.4364 | 4.713 |
| 3_3_place_gp | 0.3986 | 4.926 |
| 2_1_floorplan | 0.3833 | 4.748 |
Power and IR drop assume default switching activity.
