### flow/design.v
module storecolor(colors1,colors2,colors3,colors4,colors5,colors6,colors7,colors8,colors9,colors10,colors11,colors12,
                f_colors1,f_colors2,f_colors3,f_colors4,f_colors5,f_colors6,f_colors7,f_colors8,f_colors9,f_colors10,f_colors11,f_colors12,
                b_colors1,b_colors2,b_colors3,b_colors4,b_colors5,b_colors6,b_colors7,b_colors8,b_colors9,b_colors10,b_colors11,b_colors12,
                isenteronce,isentertwice,rst,clk);
        input wire [11:0]colors1;
        input wire [11:0]colors2;
        input wire [11:0]colors3;
        input wire [11:0]colors4;
        input wire [11:0]colors5;
        input wire [11:0]colors6;
        input wire [11:0]colors7;
        input wire [11:0]colors8;
        input wire [11:0]colors9;
        input wire [11:0]colors10;
        input wire [11:0]colors11;
        input wire [11:0]colors12;
        input wire isenteronce;
        input wire isentertwice;
        input wire rst;
        input wire clk;
        output reg [11:0]f_colors1;
        output reg [11:0]f_colors2;
        output reg [11:0]f_colors3;
        output reg [11:0]f_colors4;
        output reg [11:0]f_colors5;
        output reg [11:0]f_colors6;
        output reg [11:0]f_colors7;
        output reg [11:0]f_colors8;
        output reg [11:0]f_colors9;
        output reg [11:0]f_colors10;
        output reg [11:0]f_colors11;
        output reg [11:0]f_colors12;
        output reg [11:0]b_colors1;
        output reg [11:0]b_colors2;
        output reg [11:0]b_colors3;
        output reg [11:0]b_colors4;
        output reg [11:0]b_colors5;
        output reg [11:0]b_colors6;
        output reg [11:0]b_colors7;
        output reg [11:0]b_colors8;
        output reg [11:0]b_colors9;
        output reg [11:0]b_colors10;
        output reg [11:0]b_colors11;
        output reg [11:0]b_colors12;
        reg [11:0]nextf_colors1;
        reg [11:0]nextf_colors2;
        reg [11:0]nextf_colors3;
        reg [11:0]nextf_colors4;
        reg [11:0]nextf_colors5;
        reg [11:0]nextf_colors6;
        reg [11:0]nextf_colors7;
        reg [11:0]nextf_colors8;
        reg [11:0]nextf_colors9;
        reg [11:0]nextf_colors10;
        reg [11:0]nextf_colors11;
        reg [11:0]nextf_colors12;
        reg [11:0]nextb_colors1;
        reg [11:0]nextb_colors2;
        reg [11:0]nextb_colors3;
        reg [11:0]nextb_colors4;
        reg [11:0]nextb_colors5;
        reg [11:0]nextb_colors6;
        reg [11:0]nextb_colors7;
        reg [11:0]nextb_colors8;
        reg [11:0]nextb_colors9;
        reg [11:0]nextb_colors10;
        reg [11:0]nextb_colors11;
        reg [11:0]nextb_colors12;
       always@(posedge clk or posedge rst)begin
                if(rst)begin
                        f_colors1<=0;
                        f_colors2<=0;
                        f_colors3<=0;
                        f_colors4<=0;
                        f_colors5<=0;
                        f_colors6<=0;
                        f_colors7<=0;
                        f_colors8<=0;
                        f_colors9<=0;
                        f_colors10<=0;
                        f_colors11<=0;
                        f_colors12<=0;
                        b_colors1<=0;
                        b_colors2<=0;
                        b_colors3<=0;
                        b_colors4<=0;
                        b_colors5<=0;
                        b_colors6<=0;
                        b_colors7<=0;
                        b_colors8<=0;
                        b_colors9<=0;
                        b_colors10<=0;
                        b_colors11<=0;
                        b_colors12<=0;
                end
                else begin
                        f_colors1<=nextf_colors1;
                        f_colors2<=nextf_colors2;
                        f_colors3<=nextf_colors3;
                        f_colors4<=nextf_colors4;
                        f_colors5<=nextf_colors5;
                        f_colors6<=nextf_colors6;
                        f_colors7<=nextf_colors7;
                        f_colors8<=nextf_colors8;
                        f_colors9<=nextf_colors9;
                        f_colors10<=nextf_colors10;
                        f_colors11<=nextf_colors11;
                        f_colors12<=nextf_colors12;
                        b_colors1<=nextb_colors1;
                        b_colors2<=nextb_colors2;
                        b_colors3<=nextb_colors3;
                        b_colors4<=nextb_colors4;
                        b_colors5<=nextb_colors5;
                        b_colors6<=nextb_colors6;
                        b_colors7<=nextb_colors7;
                        b_colors8<=nextb_colors8;
                        b_colors9<=nextb_colors9;
                        b_colors10<=nextb_colors10;
                        b_colors11<=nextb_colors11;
                        b_colors12<=nextb_colors12;
                end
       end
       always@(*)
        begin
                nextf_colors1=(isenteronce)?colors1:f_colors1;
                nextf_colors2=(isenteronce)?colors2:f_colors2;
                nextf_colors3=(isenteronce)?colors3:f_colors3;
                nextf_colors4=(isenteronce)?colors4:f_colors4;
                nextf_colors5=(isenteronce)?colors5:f_colors5;
                nextf_colors6=(isenteronce)?colors6:f_colors6;
                nextf_colors7=(isenteronce)?colors7:f_colors7;
                nextf_colors8=(isenteronce)?colors8:f_colors8;
                nextf_colors9=(isenteronce)?colors9:f_colors9;
                nextf_colors10=(isenteronce)?colors10:f_colors10;
                nextf_colors11=(isenteronce)?colors11:f_colors11;
                nextf_colors12=(isenteronce)?colors12:f_colors12;
                nextb_colors1=(isentertwice)?colors1:b_colors1;
                nextb_colors2=(isentertwice)?colors2:b_colors2;
                nextb_colors3=(isentertwice)?colors3:b_colors3;
                nextb_colors4=(isentertwice)?colors4:b_colors4;
                nextb_colors5=(isentertwice)?colors5:b_colors5;
                nextb_colors6=(isentertwice)?colors6:b_colors6;
                nextb_colors7=(isentertwice)?colors7:b_colors7;
                nextb_colors8=(isentertwice)?colors8:b_colors8;
                nextb_colors9=(isentertwice)?colors9:b_colors9;
                nextb_colors10=(isentertwice)?colors10:b_colors10;
                nextb_colors11=(isentertwice)?colors11:b_colors11;
                nextb_colors12=(isentertwice)?colors12:b_colors12;
        end
endmodule
### flow/run.sh
#!/bin/bash
# OpenROAD 26Q1-2900-gdf79404cd8, Yosys 0.63+post, stock flow scripts
make -C /OpenROAD-flow-scripts/flow DESIGN_CONFIG=/design/flow/config.mk WORK_HOME=/design/flow/orfs finish
### flow/config.mk
export PLATFORM = sky130hd
export DESIGN_NAME = storecolor
export DESIGN_NICKNAME = storecolor
export VERILOG_FILES = /design/flow/design.v
export SDC_FILE = /design/flow/constraint.sdc
export NUM_CORES = 4
export LEC_CHECK = 1
export CORE_UTILIZATION = 40
### flow/constraint.sdc
current_design storecolor

set clk_period 1.5
set clk_io_pct 0.2

create_clock -name clk0 -period $clk_period [get_ports {clk}]

set non_clock_inputs [all_inputs -no_clocks]
set_input_delay [expr $clk_period * $clk_io_pct] -clock clk0 $non_clock_inputs
set_output_delay [expr $clk_period * $clk_io_pct] -clock clk0 [all_outputs]
==> flow_metrics.env <==
# source this file to load flow results
export IMPL_dieArea_um2=28600
export IMPL_wl_mm=31.4
export IMPL_grt_usage_pct=23.1
export IMPL_synth_flops=288
export IMPL_grt_pass1_wl_mm=47.2
export IMPL_fp_util_pct=41.1
export IMPL_path_buffers=1
export IMPL_drv_cap=0
export IMPL_peakVddDrop_mv=1.07
export IMPL_port_buffers=435
export IMPL_required_ns=1.20
export IMPL_netlist_area_um2=11200
export IMPL_wl_per_cell_um=20.3
export IMPL_ys_cells=609
export IMPL_crit_family="flip-flops"
export IMPL_status="complete, no violations"
export IMPL_clk_pin_slew_ns=0.06
export IMPL_vias_per_cell=4.59
export IMPL_drt_initial_drc_count=240
export IMPL_yosysUniqueCellTypes=6
export IMPL_syn_area_per_cell_um2=18.3
export IMPL_gr_total_overflow=0
export IMPL_reg2reg_slack_ns=0.48
export IMPL_yosysWarnings=1
export IMPL_hp_class="primary input to asynchronous set/reset pin"
export IMPL_max_slew_margin_pct=70.9
export IMPL_r2r_start="b_colors7[8]"
export IMPL_cts_tree="built"
export IMPL_drv_slew=0
export IMPL_yosys_area_um2=11200
export IMPL_clock_sinks=288
export IMPL_grt_max_degree=81
export IMPL_whs_ns=0.160
export IMPL_pwr_share_seq_pct=45.0
export IMPL_clk_latency_ns=0.55
export IMPL_end_kind="output pin"
export IMPL_grt_antenna_before_repair=3
export IMPL_cts_made_buffers=31
export IMPL_switchingPower_mw=4.42
export IMPL_n_fill_cell=2025
export IMPL_crit_type="register to output pin"
export IMPL_crit_fanout=2
export IMPL_crit_chain="dlygate4sd2_1"
export IMPL_power_share_clock_pct=38.0
export IMPL_gp_congestion=0.846
export IMPL_dr_pass1_iters=4
export IMPL_cts_buffer_depth=3
export IMPL_placementRows=60
export IMPL_tightest_slew_ns=0.437
export IMPL_timing_rr_end="b_colors7[8]"
export IMPL_core_um2=27200
export IMPL_period_needed_ns=1.47
export IMPL_hold_viol_final=0
export IMPL_cp_slowest_cell="dfrtp_1"
export IMPL_fmax_ghz=0.681
export IMPL_syn_instance_count=609
export IMPL_die_height_um=169
export IMPL_drive_gt1_share_pct=41.2
export IMPL_pwr_share_comb_pct=17.0
export IMPL_worstRegToRegCells=3
export IMPL_layout_top_cell="dfrtp_1"
export IMPL_cp_start_kind="register"
export IMPL_finalCritPeriodShare_pct=97.9
export IMPL_p_int_mw=15.5
export IMPL_postRouteAntennaNets=0
export IMPL_vias=7101
export IMPL_dp_hpwl_mm=22.5
export IMPL_htree_levels=1
export IMPL_design_portCount=436
export IMPL_power_density_nw_per_um2=1130
export IMPL_p_leak_nw=8.01
export IMPL_die_w_um=169
export IMPL_ys_seq_share_pct=64.6
export IMPL_totalPowerFinal_mw=19.9
export IMPL_final_cell_mix="dfrtp_1, clkdlybuf4s15_1, mux2_2"
export IMPL_grt_pass1_vias=7548
export IMPL_warning_count=26
export IMPL_cts_hold_buf=0
export IMPL_final_setup_viol_count=0
export IMPL_drc=0
export IMPL_area_growth_pct=57.3
export IMPL_fin_skew_ns=0
export IMPL_cpPeakStageDelay_ns=0.37
export IMPL_root_buffer="clkbuf_16"
export IMPL_worst_ep_arrival_time_ns=1.17
export IMPL_netSwitchingFraction_pct=22.2
==> cells by family (layout without fill, tap and decap cells) <==
family	Yosys count	after routing	share of synthesized area (%)
muxes	288	288	33.1
DFF	288	288	64.6
buffers and inverters	33	598	2.36
other	0	1	0
==> metrics by stage <==
step / setup TNS (ns) / utilization, % / worst slack [ns] / instances / area [µm²]
final: 0 / 64.6 / 0.0313 / 1547 / 17600
after detailed placement: 0 / 59.4 / 0.173 / 1409 / 16100
after CTS: 0 / 64.3 / 0.0000585 / 1526 / 17500
after floorplan: -754.33 / - / -2.62 / 609 / 11200
after global routing: -0.0340 / 64.6 / -0.0170 / 1546 / 17600
after global placement: 0 / 59.4 / 0.182 / 1409 / 16100
==> cell type report <==
cell class | count | area (µm²) | area share, %
flip-flops and latches | 288 | 7210 | 41.0
repair buffers | 541 | 5160 | 29.4
multi-input cells | 288 | 3690 | 21.0
clock buffers | 51 | 971 | 5.53
well taps | 372 | 465 | 2.65
clock inverters | 5 | 57.6 | 0.328
inverters | 1 | 7.51 | 0.0428
diodes | 1 | 2.50 | 0.0143
==> layer usage <==
layer  wire, µm  share of wire, %  GRT usage (%)  up-vias
li1           -                 -              -     3243
met1      12400                39           31.5     3509
met2      14700                47           36.0      299
met3       3610                11           9.64       46
met4        743               2.4           4.62        4
met5         27             0.086              0        -
==> synthesized netlist by cell type, drive strengths merged <==
master	count	area share (%)
mux2	288	33
inv	1	0.034
dfrtp	288	65
buf	32	2.3
==> repair_timing <==
action,CTS,global route
gates resized,486,111
gates cloned,0,0
setup endpoints to repair,288,117
pin swaps,0,0
buffers inserted,61,20
==> power groups by stage <==
stage	Sequential, mW	Combinational (mW)	Clock (mW)
6_report	8.96	3.38	7.57
5_1_grt	9.06	3.65	8.09
4_1_cts	8.95	3.37	7.79
==> worst max-delay path by stage <==
stage / startpoint / endpoint / slack (ns) / depth (start not counted)
CTS: f_colors9[9] / f_colors9[9] / 0.00006 / 1
finish: f_colors6[5] / f_colors6[5] / 0.03 / 1
global route: b_colors7[8] / b_colors7[8] / -0.02 / 1
No activity file was given, so power comes from the tool's default toggle rates.
