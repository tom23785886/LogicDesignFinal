**design/flow/design.v**
```verilog
module cube_cntrl(
input wire clk,
input wire rst,
input wire [3:0]command,
input wire [11:0] colors1,
input wire [11:0] colors2,
input wire [11:0] colors3,
input wire [11:0] colors4,
input wire [11:0] colors5,
input wire [11:0] colors6,
input wire [11:0] colors7,
input wire [11:0] colors8,
input wire [11:0] colors9,
input wire [11:0] colors10,
input wire [11:0] colors11,
input wire [11:0] colors12,
input wire [11:0] colors13,
input wire [11:0] colors14,
input wire [11:0] colors15,
input wire [11:0] colors16,
input wire [11:0] colors17,
input wire [11:0] colors18,
input wire [11:0] colors19,
input wire [11:0] colors20,
input wire [11:0] colors21,
input wire [11:0] colors22,
input wire [11:0] colors23,
input wire [11:0] colors24,
output reg [11:0] b1,
output reg [11:0] b2,
output reg [11:0] b3,
output reg [11:0] b4,
output reg [11:0] b5,
output reg [11:0] b6,
output reg [11:0] b7,
output reg [11:0] b8,
output reg [11:0] b9,
output reg [11:0] b10,
output reg [11:0] b11,
output reg [11:0] b12,
input wire choosing,
input wire [2:0]entercnt,
input wire ischanged
);
reg [11:0] b13;
reg [11:0] b14;
reg [11:0] b15;
reg [11:0] b16;
reg [11:0] b17;
reg [11:0] b18;
reg [11:0] b19;
reg [11:0] b20;
reg [11:0] b21;
reg [11:0] b22;
reg [11:0] b23;
reg [11:0] b24;
reg state,nextstate;
reg [11:0] nextb1,nextb2,nextb3,nextb4,nextb5,nextb6,nextb7,nextb8,nextb9,nextb10,nextb11,nextb12,
            nextb13,nextb14,nextb15,nextb16,nextb17,nextb18,nextb19,nextb20,nextb21,nextb22,nextb23,nextb24;
always@(posedge clk or posedge rst)begin
    if(rst)begin
        state<=0;
        b1<=0;
        b2<=0;
        b3<=0;
        b4<=0;
        b5<=0;
        b6<=0;
        b7<=0;
        b8<=0;
        b9<=0;
        b10<=0;
        b11<=0;
        b12<=0;
        b13<=0;
        b14<=0;
        b15<=0;
        b16<=0;
        b17<=0;
        b18<=0;
        b19<=0;
        b20<=0;
        b21<=0;
        b22<=0;
        b23<=0;
        b24<=0;
    end
    else begin
        state<=nextstate;
        b1<=nextb1;
        b2<=nextb2;
        b3<=nextb3;
        b4<=nextb4;
        b5<=nextb5;
        b6<=nextb6;
        b7<=nextb7;
        b8<=nextb8;
        b9<=nextb9;
        b10<=nextb10;
        b11<=nextb11;
        b12<=nextb12;
        b13<=nextb13;
        b14<=nextb14;
        b15<=nextb15;
        b16<=nextb16;
        b17<=nextb17;
        b18<=nextb18;
        b19<=nextb19;
        b20<=nextb20;
        b21<=nextb21;
        b22<=nextb22;
        b23<=nextb23;
        b24<=nextb24;
    end
end
always@(*)begin
    nextstate=state;
    nextb1=b1; nextb2=b2; nextb3=b3; nextb4=b4; nextb5=b5; nextb6=b6; nextb7=b7; nextb8=b8; nextb9=b9; nextb10=b10; nextb11=b11; nextb12=b12;
    nextb13=b13; nextb14=b14; nextb15=b15; nextb16=b16; nextb17=b17; nextb18=b18; nextb19=b19; nextb20=b20; nextb21=b21; nextb22=b22; nextb23=b23; nextb24=b24;
    case(state)
        1'b0:begin
            nextb1=colors1;
            nextb2=colors2;
            nextb3=colors3;
            nextb4=colors4;
            nextb5=colors5;
            nextb6=colors6;
            nextb7=colors7;
            nextb8=colors8;
            nextb9=colors9;
            nextb10=colors10;
            nextb11=colors11;
            nextb12=colors12;
            nextb13=colors13;
            nextb14=colors14;
            nextb15=colors15;
            nextb16=colors16;
            nextb17=colors17;
            nextb18=colors18;
            nextb19=colors19;
            nextb20=colors20;
            nextb21=colors21;
            nextb22=colors22;
            nextb23=colors23;
            nextb24=colors24;
            nextstate=(choosing==0 && entercnt>=2)? 1:0;
        end
        1'b1:begin
            if(command==4'b0000&&ischanged)begin
                nextb11=b4;
                nextb10=b3;
                nextb4=b24;
                nextb3=b23;
                nextb24=b20;
                nextb23=b19;
                nextb20=b11;
                nextb19=b10;
                nextb6=b5;
                nextb5=b7;
                nextb7=b8;
                nextb8=b6;
            end
            else if(command==4'b0001&&ischanged)begin
                nextb3=b10;
                nextb4=b11;
                nextb10=b19;
                nextb11=b20;
                nextb19=b23;
                nextb20=b24;
                nextb23=b3;
                nextb24=b4;
                nextb7=b5;
                nextb8=b7;
                nextb6=b8;
                nextb5=b6;
            end
            else if(command==4'b0100&&ischanged)begin
                nextb2=b6;
                nextb4=b8;
                nextb6=b19;
                nextb8=b17;
                nextb19=b15;
                nextb17=b13;
                nextb15=b2;
                nextb13=b4;
                nextb10=b11;
                nextb11=b12;
                nextb12=b9;
                nextb9=b10;
            end
            else if(command==4'b0101&&ischanged)begin
                nextb6=b2;
                nextb8=b4;
                nextb2=b15;
                nextb4=b13;
                nextb15=b19;
                nextb13=b17;
                nextb19=b6;
                nextb17=b8;
                nextb10=b9;
                nextb9=b12;
                nextb12=b11;
                nextb11=b10;
            end
            else if(command==4'b0010&&ischanged)begin
                nextb10=b13;
                nextb9=b14;
                nextb13=b21;
                nextb14=b24;
                nextb21=b5;
                nextb24=b6;
                nextb5=b10;
                nextb6=b9;
                nextb3=b4;
                nextb4=b2;
                nextb2=b1;
                nextb1=b3;
            end
            else if(command==4'b0011&&ischanged)begin
                nextb24=b14;
                nextb21=b13;
                nextb14=b9;
                nextb13=b10;
                nextb9=b6;
                nextb10=b5;
                nextb6=b24;
                nextb5=b21;
                nextb1=b2;
                nextb2=b4;
                nextb4=b3;
                nextb3=b1;
            end
            else if(command==4'b0110&&ischanged)begin
                nextb1=b9;
                nextb2=b12;
                nextb9=b17;
                nextb12=b18;
                nextb17=b22;
                nextb18=b21;
                nextb22=b1;
                nextb21=b2;
                nextb15=b16;
                nextb16=b14;
                nextb14=b13;
                nextb13=b15;
            end
            else if(command==4'b0111&&ischanged)begin
                nextb1=b22;
                nextb2=b21;
                nextb22=b17;
                nextb21=b18;
                nextb17=b9;
                nextb18=b12;
                nextb9=b1;
                nextb12=b2;
                nextb13=b14;
                nextb14=b16;
                nextb16=b15;
                nextb15=b13;
            end
            else if(command==4'b1000&&ischanged)begin
                nextb12=b2;
                nextb11=b4;
                nextb9=b1;
                nextb10=b3;
                nextb2=b21;
                nextb4=b24;
                nextb1=b22;
                nextb3=b23;
                nextb21=b18;
                nextb24=b20;
                nextb22=b17;
                nextb23=b19;
                nextb18=b12;
                nextb20=b11;
                nextb17=b9;
                nextb19=b10;
            end
        end
    endcase
end
endmodule
```
**design/flow/run.sh**
```bash
#!/bin/bash
# OpenROAD 26Q1-2900-gdf79404cd8, Yosys 0.63+post, stock flow scripts
make -C /OpenROAD-flow-scripts/flow DESIGN_CONFIG=/design/flow/config.mk WORK_HOME=/design/flow/orfs finish
```
**design/flow/config.mk**
```make
export PLATFORM = sky130hd
export DESIGN_NAME = cube_cntrl
export DESIGN_NICKNAME = cube_cntrl
export VERILOG_FILES = /design/flow/design.v
export SDC_FILE = /design/flow/constraint.sdc
export NUM_CORES = 4
export LEC_CHECK = 1
export CORE_UTILIZATION = 30
```
**design/flow/constraint.sdc**
```tcl
current_design cube_cntrl

set clk_period 18.9
set clk_io_pct 0.2

create_clock -name clk0 -period $clk_period [get_ports {clk}]

set non_clock_inputs [all_inputs -no_clocks]
set_input_delay [expr $clk_period * $clk_io_pct] -clock clk0 $non_clock_inputs
set_output_delay [expr $clk_period * $clk_io_pct] -clock clk0 [all_outputs]
```
==> flow_summary_export.csv <==
group,metric,value,unit
outcome,status,"finished clean",
power,leakagePower,0.01002,uW
logic_synthesis,syn-cell-area,19820,um2
worst_hold_path,hold_depth,1,
sta,timing.hold.ws,0.5353,ns
global_routing,grt_use_total,0.4270,
global_routing,grt_pass1_vias,23750,
placed_design,hpwl,100.0,mm
worst_hold_path,worstHoldPathType,"reg2reg",
setup_path,slowest_delay,0.64,ns
clocking,clkSinkCount,289,
setup_path,path_class,"in2reg",
clocking,post-cts-setup-buffers,0,
logic_synthesis,synth.top_cell.area_share,0.3649,
sta,fin_tns_setup,0,ns
sta,period_needed,7.078,ns
flow_run,warnings,26,
layout,nFillCells,6262,
floorplanning,dieWidth,259.0,um
floorplanning,core-area,64810,um2
clocking,cts_tree,"done",
global_routing,grt-ovfl-total,0,
routing,wire_per_inst,40.23,um
clocking,post_cts_resized,0,
logic_synthesis,async_flop_share,1.000,
layout,utilization,0.4046,
sta,finalSetupViolations,0,
sta,rsz0062_at_grt,"no",
layout,postLayoutCellArea,26220,um2
logic_synthesis,avgSynthCellArea,8.473,um2
sta,fin_skew,0.01720,ns
placed_design,gp_congestion,1.034,
setup_path,reg2reg_slack,15.02,ns
routing,vias,24332,
clocking,cts-root-buf,"clkbuf_16",
clocking,clock_latency,0.58,ns
logic_synthesis,syn_inst,2339,
global_routing,grt_pass1_wl,194.4,mm
routing,ant_nets,0,
worst_hold_path,hold_start,"b23[5]",
sta,worst_slew_pin_slew,1.008,ns
clocking,ctsHtreeMaxLevel,2,
flow_run,maxCapViolations,0,
logic_synthesis,ys_cells,2339,
worst_hold_path,min_to,"b23[5]",
power,pwr_density_cell,114.4,nW/um2
logic_synthesis,ys_seq_frac,0.3649,
setup_path,path_common_cell,"buf_4",
layout,seq_area,7236,um2
sta,fmax,141.3,MHz
logic_synthesis,ys_ff,289,
routing,drtIter0Drc,3577,
logic_synthesis,ys.flop_type,"dfrtp_1",
routing,wirelength,142.0,mm
setup_path,crit_chain,"clkdlybuf4s50_1, buf_4, and4bb_2, buf_4, nand2b_1, buf_4, nand2_2, buf_4, o221ai_1, mux2_2",
clocking,cts_hold_buf,0,
clocking,numCtsBuffers,39,
sta,slew_headroom,0.3281,
setup_path,crit_arrival,7.53,ns
logic_synthesis,synth-edff-count,0,
placed_design,place_area,24900,um2
setup_path,start_kind,"input pin",
sta,hold_viol,0,
layout,syn2layout_area_growth,32.31,%
power,irDropWorstVdd,0.05474,mV
logic_synthesis,yosys.cell_types.count,70,
placed_design,port_buffers,441,
routing,drc,0,
clocking,clk_pin_slew_worst_paths,0.06,ns
routing,viasPerCell,6.893,
global_routing,grt_max_degree,85,
logic_synthesis,topCellsByArea,"dfrtp_1 (36%), a22oi_1 (6.1%), nand2_1 (5.8%)",
sta,drv_slew,0,
logic_synthesis,yosysChipArea,19820,um2
floorplanning,placementRows,93,
setup_path,critical_path_peak_fanout,45,
setup_path,cp-end-kind,"flip-flop",
setup_path,reg2reg_to,"b15[11]",
logic_synthesis,synth_top_cell_by_area,"dfrtp_1",
floorplanning,fp_util,0.3058,
floorplanning,ios,443,
sta,period_used_share,0.3745,
layout,layout-drive-gt1-share,0.08227,
setup_path,crit_slowest_cell,"buf_4",
layout,logic_area,11450,um2
clocking,cts_max_path_buffers,3,
setup_path,required,19.36,ns
setup_path,reg2reg_depth,7,
logic_synthesis,yosys_warnings,1,
routing,dr.pass1.iters,9,
setup_path,reg2reg_from,"state",
global_routing,antenna_found_initial,11,
floorplanning,chipHeight,259.0,um
floorplanning,die_area,67090,um2
==> cells in the final DEF (no fill, tap or decap), drive strengths merged, types with 25 or more instances in the layout <==
| master | n |
|---|---|
| o21ai | 112 |
| a21oi | 147 |
| clkbuf | 53 |
| a211o | 28 |
| mux2 | 33 |
| a311oi | 29 |
| a222oi | 100 |
| nor2 | 218 |
| mux2i | 43 |
| nand2b | 45 |
| o221ai | 29 |
| a221o | 57 |
| a21o | 29 |
| o22a | 25 |
| nand2 | 307 |
| a221oi | 40 |
| a31oi | 88 |
| clkdlybuf4s50 | 440 |
| o22ai | 44 |
| o211ai | 46 |
| buf | 90 |
| dfrtp | 289 |
| a22oi | 161 |
==> critical path, delay by kind of cell <==
family	cells	cell delay [ns]
mux	1	0.31
compound gates	1	0.20
buf+inv	5	2.25
simple gates	3	0.89
==> power by group <==
| group | total, uW | internal (uW) | switching (uW) |
|---|---|---|---|
| clock network | 798 | 471 | 328 |
| logic | 882 | 478 | 403 |
| registers | 1320 | 790 | 530 |
| total | 3000 | 1740 | 1260 |
==> worst max-delay path by stage <==
stage / startpoint / to / slack, ns / depth (start not counted)
final: command[2] / b2[7] / 11.82 / 10
after global routing: command[2] / b2[9] / 11.83 / 10
after CTS: command[2] / b2[7] / 12.02 / 10
==> metal layers <==
metal  track usage  wire (um)  up-vias
met3        0.1467      16890      452
li1              -          -     9778
met5      0.001425         83        -
met1        0.5441      51970    12086
met4        0.2798      11640       10
met2        0.6201      61430     2006
==> synthesized netlist by cell type, types with 7 or more instances <==
library cell / n
clkbuf_1: 152
a32o_1: 8
buf_2: 81
a31o_2: 17
mux2_2: 20
nor2_1: 217
o2bb2ai_1: 7
a221oi_1: 40
mux2i_1: 43
nand2b_1: 45
a21o_1: 29
and2_1: 8
dfrtp_1: 289
a22o_1: 19
nor3_1: 18
o211ai_1: 46
a21oi_1: 146
a221o_1: 57
a31oi_1: 88
o2111ai_1: 9
inv_1: 8
nand2_1: 307
o22ai_1: 44
o22a_1: 25
a2111oi_0: 8
a311oi_1: 29
o21a_1: 23
buf_4: 14
o21ai_0: 101
buf_1: 17
a222oi_1: 100
o31ai_1: 9
o221ai_1: 29
a211o_1: 28
mux2_1: 13
nor2b_1: 8
o21ai_1: 11
a22oi_1: 161
and3_1: 17
==> stage by stage <==
step	instances	power, uW	setup slack, ns
3_5_place_dp	3459	2150	11.44
4_1_cts	3529	2950	12.02
6_report	3530	2999	11.82
3_3_place_gp	3459	2149	11.41
2_1_floorplan	2339	1403	7.143
5_1_grt	3529	3062	11.83
==> final cells by class <==
cell class                 count  area share
clock inverter                17    0.007682
multi-input combinational   1776      0.4367
antenna                        1  0.00009543
tap                          855     0.04080
timing repair buffer         530      0.1942
sequential                   289      0.2759
clock buffer                  53     0.04275
inverter                       9    0.001861
==> cell families after synthesis <==
group / Yosys count / synth area share
AND-OR/OR-AND: 1048 / 0.3910
AND/OR/NAND/NOR: 651 / 0.1432
flip-flops: 289 / 0.3649
buffers and inverters: 274 / 0.06004
multiplexers: 76 / 0.04047
XOR/XNOR: 1 / 0.0004420
Power and IR drop assume default switching activity.
